--- config.mk ---
export PLATFORM = sky130hd
export DESIGN_NAME = Reset_Delay
export DESIGN_NICKNAME = Reset_Delay
export VERILOG_FILES = /design/flow/design.v
export SDC_FILE = /design/flow/constraint.sdc
export NUM_CORES = 4
export LEC_CHECK = 1
export CORE_AREA = 10 10 112 112
export DIE_AREA = 0 0 122 122
--- run.sh ---
#!/bin/bash
# OpenROAD 26Q1-2900-gdf79404cd8, Yosys 0.63+post, stock flow scripts
make -C /OpenROAD-flow-scripts/flow DESIGN_CONFIG=/design/flow/config.mk WORK_HOME=/design/flow/orfs finish
--- constraint.sdc ---
current_design Reset_Delay

set clk_period 4.7
set clk_io_pct 0.2

create_clock -name clk0 -period $clk_period [get_ports {iCLK}]

set non_clock_inputs [all_inputs -no_clocks]
set_input_delay [expr $clk_period * $clk_io_pct] -clock clk0 $non_clock_inputs
set_output_delay [expr $clk_period * $clk_io_pct] -clock clk0 [all_outputs]
--- design.v ---
module Reset_Delay( input iCLK, output reg oRESET);
reg    [19:0]    Cont;
always@(posedge iCLK)
begin
    if(Cont!=20'hFFFFF)
    begin
        Cont    <=    Cont + 1'b1;
        oRESET    <=    1'b0;
    end
    else
    oRESET    <=    1'b1;
end
endmodule
==> job_summary.md <==
## Implementation flow summary

| Metric | Value |
|---|---|
| # Max-Cap Violations | 0 |
| Postcts setup bufs | 0 |
| Via count | 535 |
| Iter 0 DRT Violations | 40 |
| Dominant cell area share | 59.5% |
| Via density | 2.47 |
| Synthesized cell area | 1010 um^2 |
| DIE AREA | 14900 um^2 |
| Startpoint Class | flip-flop |
| Drt pass-1 iters | 2 |
| Final WL | 1360 um |
| Post_cts resized | 0 |
| Crit-path max FO | 20 |
| Worst Skew | 0.00536 ns |
| Antenna violations before repair | 0 |
| Required time of the critical path | 4.59 ns |
| R2r worst-path depth | 5 |
| Overflow left after global routing | 0 |
| Vias in the first global route | 567 |
| Commonest flop | edfxtp_1 |
| First-pass GRT wire length | 2570 um |
| CTS tree | built |
| Max Slew Vio Count | 0 |
| Core ar. | 10200 um^2 |
| Synth top cell by count | edfxtp_1 |
| Number of enable flip-flop cells | 20 |
| I/O pin count | 2 |
| Ant diodes | 0 |
| Max frequency | 0.483 GHz |
| GP Congestion | 0.749 |
| Post-synth seq share | 61.5% |
| Asr flop ratio synth | 0% |
| Share of cells above drive strength 1 | 9.88% |
| Worst slew pin tran | 0.768 ns |
| Crit share post-route | 44.0% |
| Leakage Power | 0.389 nW |
| Max_slew headroom | 48.8% |
| Post-CTS Hold Buffers | 0 |
| # Cells Yosys | 76 |
| Critical path arrival | 1.96 ns |
| # port buffers | 1 |
| Cell area leaders | edfxtp_1, xnor2_1, xor2_1, nand3_1, nand2_1 |
| Post-synth regs | 21 |
| Peak VDD IR | 0.0817 mV |
| Clock Latency Late Sink | 0.26 ns |
| Yosys chip area | 1010 um^2 |
| # DRC | 0 |
| Synth cell count leaders | edfxtp_1, xnor2_1, nand3_1 |
| Finished Cell Area | 1230 um^2 |
| Fin. Hold Viols | 0 |
| Power density cells | 257 nW/um^2 |
| Yosys warns | 1 |
| H-tree Lvls | 1 |
| Area grow syn2layout | 22.3% |
| TNS Setup | 0 ns |
| Worst-path clk slew | 0.07 ns |
| Cell taking the most area after synthesis | edfxtp_1 |
| CP endpoint kind | flip-flop |
| Final min period | 2.07 ns |
| Dpl hpwl | 957 um |
| Cells after Synth | 76 |
| Cts bufs inserted | 3 |
| Status | finished clean |
| # rows | 37 |
| Log Warnings | 25 |
| Count of different cell masters after synthesis | 17 |
| Largest net degree at the start of global routing | 21 |
| DR WL/cell | 6.26 um |
| Hold WC Path Type | flip-flop to flip-flop |
| Hold Path Depth | 1 |
| Crit path kind | flip-flop to flip-flop |
| Post-route ant nets | 0 |
| RSZ-0062 raised after global routing | false |
| Total track usage | 2.01% |
| Cell Area, Placed | 1190 um^2 |
| Die y size | 122 um |
| Synth Area per Inst | 13.3 um^2 |
| Clock Tree Buf Depth | 2 |
| CTS root buffer | clkbuf_8 |
| Fp util | 9.87% |
| Die X | 122 um |
| Final setup violating endpoints | 0 |
| Clock Sinks | 21 |
==> stage by stage <==
step	worst slack, ns	cells	hold WS, ns	util, %	power, mW
final	2.63	217	0.565	12.1	0.317
after global routing	2.47	217	0.616	12.1	0.328
after CTS	2.63	217	0.567	12.1	0.319
after detailed placement	2.64	213	0.549	11.6	0.206
after global placement	2.68	213	0.539	11.6	0.206
after floorplan	2.85	76	0.519	-	0.206
==> critical path, cell delays in order (launching register included) <==
cell and delay, ns:
edfxtp_1 0.43, ha_1 0.27, nand4_1 0.17, nor3_4 0.07, and3_1 0.20, inv_1 0.56
==> routing by layer <==
| metal | vias to the layer above | routed length, um | track usage [%] | part of all wire, % |
|---|---|---|---|---|
| met3 | 5 | 35 | 0.469 | 2.6 |
| met4 | 0 | 36 | 0.522 | 2.6 |
| met5 | - | 0 | 0 | 0 |
| met1 | 243 | 721 | 2.85 | 53 |
| li1 | 281 | - | - | - |
| met2 | 6 | 566 | 3.03 | 42 |
==> worst paths after layout <==
kind / from / end / slack [ns]
worst max register to register: Cont[0]$_DFFE_PP_ / Cont[5]$_DFFE_PP_ / 2.63
worst min-delay path: Cont[19]$_DFFE_PP_ / oRESET$_DFF_P_ / 0.56
worst min register to register: Cont[19]$_DFFE_PP_ / oRESET$_DFF_P_ / 0.56
worst max-delay path: Cont[0]$_DFFE_PP_ / Cont[5]$_DFFE_PP_ / 2.63
==> cell type report <==
cell class	count	area (um^2)
multi-input cells	50	370
repair buffers	1	10.0
clock buffers	4	45.0
fillers	1137	9000
well taps	136	170
inverters	5	18.8
flip-flops and latches	21	621
==> cell families (layout without fill, tap and decap cells) <==
kind of cell / Yosys count / after routing / synth area share (%)
AND/OR/NAND/NOR: 31 / 31 / 19.8
flip-flops: 21 / 21 / 61.5
XOR/XNOR: 18 / 18 / 15.6
buffers and inverters: 5 / 10 / 1.86
adder cells (fa/ha/maj): 1 / 1 / 1.24
==> report_power, final <==
group          internal [mW]  switching, mW  leakage, nW
Clock                 0.0603         0.0551       0.0228
Sequential             0.201              0        0.241
Combinational              0              0        0.125
Total                  0.262         0.0551        0.389
==> registers in the layout, indices dropped and copies added (netlist names) <==
register  count
Cont         20
oRESET        1
==> cell usage in the layout, fill, tap and decap left out, types with 3 or more instances in the layout <==
| cell type | netlist | routed |
|---|---|---|
| nand3_1 | 8 | 8 |
| nand2_1 | 6 | 6 |
| xor2_1 | 5 | 5 |
| xnor2_1 | 13 | 13 |
| nor2_1 | 4 | 4 |
| edfxtp_1 | 20 | 20 |
| inv_1 | 5 | 5 |
| nor3_1 | 3 | 3 |
| clkbuf_8 | 0 | 3 |
| nand4_1 | 3 | 3 |
Power is estimated from default activity; no workload was simulated.
